===== run.sh =====
#!/bin/bash
# OpenROAD 26Q1-2900-gdf79404cd8, Yosys 0.63+post, stock flow scripts
make -C /OpenROAD-flow-scripts/flow DESIGN_CONFIG=/design/flow/config.mk WORK_HOME=/design/flow/orfs finish

===== config.mk =====
export PLATFORM = sky130hd
export DESIGN_NAME = Register
export DESIGN_NICKNAME = Register
export VERILOG_FILES = /design/flow/design.v
export SDC_FILE = /design/flow/constraint.sdc
export NUM_CORES = 4
export LEC_CHECK = 1
export CORE_AREA = 10 10 70 70
export DIE_AREA = 0 0 80 80

===== constraint.sdc =====
current_design Register

set clk_period 1.0
set clk_io_pct 0.2

create_clock -name clk0 -period $clk_period [get_ports {clk}]

set non_clock_inputs [all_inputs -no_clocks]
set_input_delay [expr $clk_period * $clk_io_pct] -clock clk0 $non_clock_inputs
set_output_delay [expr $clk_period * $clk_io_pct] -clock clk0 [all_outputs]

===== design.v =====
module Register( din, clk, load, dout );
output reg [10:0] dout = 0;
input [10:0] din ;
input clk ;
input load ;
always @ (posedge clk) 
begin
 if (load)
  dout <= din;		
end
endmodule  

==> results.json <==
{
  "status": "complete, no violations",
  "stdcell_count": 85,
  "finalWirelength_um": 895,
  "antenna_found_initial": 0,
  "nFillCells": 376,
  "worstMarginPinSlew_ns": 0.117,
  "cp.arrival_ns": 0.76,
  "required_ns": 0.80,
  "grt_use_total_pct": 2.54,
  "hold_viol_final": 0,
  "place_congestion": 0.741,
  "die_h_um": 80,
  "antenna_cells": 0,
  "netlist_instances": 11,
  "synth.top_cell.area_share_pct": 100,
  "gr-total-overflow": 0,
  "setup_violations": 0,
  "port_buffers": 23,
  "htreeDepth": 1,
  "critPathTopFamily": "flip-flops",
  "postRouteAntennaNets": 0,
  "place_ws_ns": -0.142,
  "num_io_pins": 24,
  "rsz0062_at_grt": "true",
  "cts_setup_buffers": 0,
  "numCtsBuffers": 3,
  "warning_count": 26,
  "top_regs": "dout x11",
  "placed_area_sq_um": 638,
  "ctsHoldBuffers": 0,
  "crit_chain": "buf_2",
  "layout.cells.most_common": "clkdlybuf4s50_1",
  "setup_tns_ns": 0,
  "syn_area_sq_um": 330,
  "leakagePower_nw": 0.222,
  "routedWlPerCell_um": 10.5,
  "timing.final.max_slew_violations": 0,
  "chipWidth_um": 80,
  "irDropWorstVdd_mv": 0.310,
  "slowest_stage": "edfxtp_1",
  "max_freq_mhz": 1040,
  "first_global_vias": 233,
  "synth.avg_cell_area_sq_um": 30.0,
  "hold_path_depth": 1,
  "hold_slack_ns": 0.489,
  "dr_wl_met2_um": 346,
  "fp_util_pct": 9.67,
  "grt_max_degree": 12,
  "worst_slack_ns": 0.0415,
  "drc": 0,
  "chip_area_sq_mm": 0.00640,
  "fin_area_sq_um": 609,
  "yosys_cells": 11,
  "cts_tree": "built",
  "timing.final.crit_share_pct": 95.8,
  "dp_cells": 81,
  "largest_register_ffs": 11,
  "start_kind": "register",
  "regArea_sq_um": 330,
  "powerDensity_mw_per_mm2": 1540,
  "wl_met3_um": 142,
  "topCellsByArea": "edfxtp_1 100%",
  "met1_length_um": 372,
  "synth_warnings": 1,
  "relSlewSlack_pct": 92.2,
  "logic_area_sq_um": 0,
  "synth_flops": 11,
  "path_buffers": 1,
  "finalCriticalPeriod_ns": 0.958,
  "top_register": "dout",
  "clk_pin_slew_worst_paths_ns": 0.07,
  "via_per_inst": 2.52,
  "end_kind": "output port",
  "clockBufferDepth": 2,
  "criticalPathCategory": "register to output port",
  "holdPathEnd": "dout[8]$_DFFE_PP_",
  "core_sq_mm": 0.00342,
  "final_util_pct": 17.8,
  "logic_gates": 0,
  "root_buffer": "clkbuf_4",
  "ys_seq_share_pct": 100,
  "final_layout_size_suffix_gt1_share_pct": 38.5,
  "num_rows": 21,
  "hp-class": "input port to register",
  "grt_pass1_wl_mm": 1.26,
  "hp-start": "din[8]",
  "synth_area_leader_cell": "edfxtp_1",
  "cp_max_fo": 1,
  "clock-sinks": 11,
  "cap_viol_max_count": 0,
  "critPathMaxStageDelay_ns": 0.38,
  "top_layer_used": "met4",
  "yosysChipArea_sq_um": 330,
  "num_vias": 214,
  "ys_types": 1,
  "drtIter0Drc": 17,
  "syn_to_final_growth_pct": 84.5,
  "drtPass1Iterations": 2,
  "total_power_uw": 936,
  "final_cell_mix": "12 x clkdlybuf4s50_1, 11 x edfxtp_1, 11 x buf_2"
}
-- layer usage --
metal,vias to the layer above,global-route usage [%]
li1,100,-
met1,93,2.93
met2,19,3.45
met3,2,1.48
met4,0,1.76
met5,-,0
-- synth_stat cells (all sizes together) --
cell and n:
edfxtp 11
-- layout make-up --
type	instances	share of cell area (%)
clock buffer	4	4.31
sequential	11	54.2
tap	46	9.45
timing repair buffer	24	32.0
-- where the power goes --
part	switching (mW)	total [mW]	leakage [nW]	internal, mW
Combinational	0.0216	0.0909	0.0996	0.0693
Sequential	0.00745	0.555	0.108	0.547
Clock	0.136	0.290	0.0150	0.154
Total	0.165	0.936	0.222	0.771
-- logic make-up (layout without fill, tap and decap cells) --
group                  Yosys count  count (layout)  share of synthesized area, %
DFF                             11              11                           100
buffers and inverters            0              28                             0
-- worst max path at each step --
stage	from	to	slack, ns	cells past startpoint
after CTS	dout[9]$_DFFE_PP_	dout[9]	0.02	1
after global routing	dout[9]$_DFFE_PP_	dout[9]	-0.02	1
final	dout[9]$_DFFE_PP_	dout[9]	0.04	1
-- repair_timing --
action,in CTS,in global routing
resized,33,0
endpoints found under the hold margin,0,0
endpoints found under the setup margin,11,2
Power figures rest on the tool's default switching activity, not on a simulated workload.
