File: config.mk
export PLATFORM = sky130hd
export DESIGN_NAME = counter
export DESIGN_NICKNAME = counter
export VERILOG_FILES = /design/flow/design.v
export SDC_FILE = /design/flow/constraint.sdc
export NUM_CORES = 4
export LEC_CHECK = 1
export CORE_AREA = 10 10 70 70
export DIE_AREA = 0 0 80 80
File: constraint.sdc
current_design counter

set clk_period 1.8
set clk_io_pct 0.2

create_clock -name clk0 -period $clk_period [get_ports {clk}]

set non_clock_inputs [all_inputs -no_clocks]
set_input_delay [expr $clk_period * $clk_io_pct] -clock clk0 $non_clock_inputs
set_output_delay [expr $clk_period * $clk_io_pct] -clock clk0 [all_outputs]
File: design.v
module counter (input clk,      
                input rstn,                
                output reg[10:0] out);    
  always @ (posedge clk) begin  
    if ( rstn)  
      out <= 0;  
    else  
      out <= out + 1;  
  end  
endmodule 
File: run.sh
#!/bin/bash
# OpenROAD 26Q1-2900-gdf79404cd8, Yosys 0.63+post, stock flow scripts
make -C /OpenROAD-flow-scripts/flow DESIGN_CONFIG=/design/flow/config.mk WORK_HOME=/design/flow/orfs finish
==> flow_summary_export.csv <==
group,metric,value,unit
logic_synthesis,synthesis.yosys.warnings,1,
floorplanning,num_io_pins,13,
detailed_routing,routed_wl,1059,um
floorplanning,fp.dieW,80,um
global_route,first_global_vias,379,
layout,post_route_cells_drive_above_1_share,0.07937,
global_route,groute.usage.overall,0.03370,
layout,flop_area,220.2,um2
detailed_routing,postRouteAntennaNets,0,
setup_path,cp_num_buf_inv,1,
floorplanning,initial_utilization,0.1333,
logic_synthesis,ys_chip_area,455.4,um2
placement,placedInstanceArea,625.6,um2
clock_tree,insertion_delay,0.26,ns
status,run_status,"completed",
timing,totalNegativeSetupSlack,0,ns
setup_path,critPathArrivalTime,1.24,ns
logic_synthesis,synthDominantAreaCellType,"dfxtp_1",
detailed_routing,drt_first_pass_iters,4,
layout,top_register,"out",
placement,detailedPlacementHpwl,810,um
pwr,clkPwrFrac,0.372,
floorplanning,dieArea,6400,um2
timing,final-hold-violation-count,0,
logic_synthesis,top_cells_by_count,"11 x dfxtp_1, 6 x a21oi_1, 4 x nor2_1, 4 x o31ai_1, 4 x or4_1",
timing,finalClockPeriodUsage,0.8903,
setup_path,critical-path-top-delay-family,"buffers and inverters",
pwr,ir_drop,0.4732,mV
detailed_routing,routed_via_density,3.596,
job,warnings,25,
timing,tightest_slew,0.4168,ns
pwr,power.share.combinational,0.055,
setup_path,cp-start-kind,"register",
clock_tree,numCtsBuffers,3,
layout,top_regs,"out (11)",
logic_synthesis,post_synth_num_cell_types,18,
logic_synthesis,netlist.top_cell.by_instances,"dfxtp_1",
setup_path,critical-path-slowest-cell,"clkdlybuf4s50_1",
setup_path,endpoint_kind,"output pin",
detailed_routing,detailroute.via_count,392,
clock_tree,cts_hold_repair.buffers,0,
pwr,sequentialPowerShare,0.574,
pwr,internal_power_component,0.0003506,W
layout,largest_reg_flops,11,
layout,mi_logic_area,224.0,um2
logic_synthesis,syn-cell-area,455.4,um2
timing,clock-skew-final,0.002035,ns
placement,placed_cells,105,
clock_tree,clk_root_buffer_cell,"clkbuf_4",
timing,maxSlewViolCount,0,
layout,post-route-cell-area,651.9,um2
timing,setup_viol_count_final,0,
layout,fillerInstances,391,
pwr,power_switching_share,0.2107,
timing,timing.slew.headroom,0.7212,
setup_path,worstPathMaxFanout,5,
layout,finalNonFillerCells,109,
logic_synthesis,top_area_frac,0.4835,
logic_synthesis,leading_post_synthesis_cells_by_cell_area,"dfxtp_1 48%, a21oi_1 6.6%, o31ai_1 6.6%, or4_1 6.6%, nand3_4 3.8%",
clock_tree,clkSinkCount,11,
global_route,maximum_number_of_pins_on_one_net_before_global_route_repair,12,
clock_tree,cts-htree-levels,1,
detailed_routing,initialDrtViolationCount,18,
logic_synthesis,synth_flop_count,11,
logic_synthesis,synth-seq-area-share,0.4835,
setup_path,path_class,"reg -> out",
clock_tree,ctsLongestPathBuffers,2,
global_route,global_route.overflow_total,0,
layout,layout-area-overhead-vs-synth,43.13,%
placement,gp_congestion,0.7320,
setup_path,required_time_of_the_critical_path,1.44,ns
pwr,pwr_per_cell_area,681.3,nW/um2
timing,max_clock_freq,0.6240,GHz
clock_tree,cts_resized,0,
floorplanning,row_count,21,
placement,io_buffers,12,
detailed_routing,antenna-diode-count,0,
clock_tree,cts_post_setup_buffers_inserted,0,
logic_synthesis,ys_async_sr_fraction,0,
job,max_cap_viol_count,0,
logic_synthesis,flop_cell,"dfxtp_1",
timing,final.hold.worst_slack,0.4627,ns
logic_synthesis,syn_inst,48,
detailed_routing,detail_route.wl_per_cell,9.716,um
pwr,finalPower,0.0004441,W
logic_synthesis,enable_flop_cells,0,
floorplanning,die_h,80,um
timing,grt_setup_unrepaired,"no",
detailed_routing,detail_route.drc_violations,0,
setup_path,critPathMaxStageDelay,0.52,ns
worst_hold_path,hold_path_class,"reg -> reg",
pwr,leakagePower,0.1880,nW
global_route,grt_pass1_wl,1704,um
floorplanning,core-area,3416,um2
pwr,power_switching,0.00009359,W
global_route,initial_antenna_violation_count,0,
clock_tree,cts.clk_slew.worst_paths,0.07,ns
timing,min_tclk_post_route,1.603,ns
logic_synthesis,postSynthAreaPerCell,9.488,um2
setup_path,critical_path.cell_chain,"clkdlybuf4s50_1",
logic_synthesis,yosys_cells,48,
clock_tree,cts_tree,"done",
==> cells in the final DEF (no fill, tap or decap), types with 2 or more instances in the layout <==
master / instances
clkbuf_4: 3
or4_1: 4
nand3_1: 3
o21ai_0: 2
a21oi_1: 6
xor2_1: 2
nand2_1: 3
o31ai_1: 4
nor2_1: 4
clkdlybuf4s50_1: 12
dfxtp_1: 11
==> metal layers <==
metal / vias up / part of all wire / track usage
li1: 209 / - / -
met1: 167 / 0.52 / 0.04768
met2: 14 / 0.35 / 0.03852
met3: 2 / 0.12 / 0.02841
met4: 0 / 0.0057 / 0.001761
met5: - / 0 / 0
==> power groups by stage <==
| stage | sequential, W | clock [W] | combinational [W] |
|---|---|---|---|
| finish | 0.000255 | 0.000165 | 0.0000243 |
| global route | 0.000256 | 0.000181 | 0.0000274 |
| CTS | 0.000255 | 0.000170 | 0.0000250 |
==> cell families (layout without fill, tap and decap cells) <==
logic type / after synthesis / after routing / synth area share
AND-OR/OR-AND: 12 / 12 / 0.1539
XOR/XNOR: 3 / 3 / 0.05770
adder cells (fa/ha/maj): 1 / 1 / 0.02747
buffers and inverters: 2 / 17 / 0.02472
flip-flops: 11 / 11 / 0.4835
AND/OR/NAND/NOR: 19 / 19 / 0.2528
==> final cells by class <==
type	count	share of cell area
Clock buffer	4	0.04031
Inverter	1	0.005758
Multi-Input combinational cell	35	0.3436
Sequential cell	11	0.3378
Tap cell	46	0.08829
Timing Repair Buffer	12	0.1843
==> path summary, 6_finish.rpt <==
| check | start | endpoint | slack (ns) | cells past startpoint |
|---|---|---|---|---|
| setup / recovery | out[3]$_SDFF_PP0_ | out[3] | 0.20 | 1 |
| hold / removal | out[0]$_SDFF_PP0_ | out[0]$_SDFF_PP0_ | 0.46 | 1 |
| setup reg to reg | out[0]$_SDFF_PP0_ | out[10]$_SDFF_PP0_ | 0.37 | 4 |
| hold reg to reg | out[0]$_SDFF_PP0_ | out[0]$_SDFF_PP0_ | 0.46 | 1 |
==> metrics by stage <==
stage	utilization	worst slack, ns
final	0.1908	0.1975
after global routing	0.1908	0.1358
after detailed placement	0.1832	0.3799
after floorplan	-	0.5141
after global placement	0.1832	0.4475
after CTS	0.1908	0.1850
No activity file was given, so power comes from the tool's default toggle rates.
