## flow/run.sh

```bash
#!/bin/bash
# OpenROAD 26Q1-2900-gdf79404cd8, Yosys 0.63+post, stock flow scripts
make -C /OpenROAD-flow-scripts/flow DESIGN_CONFIG=/design/flow/config.mk WORK_HOME=/design/flow/orfs finish
```

## flow/config.mk

```make
export PLATFORM = sky130hd
export DESIGN_NAME = LEDLamp
export DESIGN_NICKNAME = LEDLamp
export VERILOG_FILES = /design/flow/design.v
export SDC_FILE = /design/flow/constraint.sdc
export NUM_CORES = 4
export LEC_CHECK = 1
export CORE_AREA = 10 10 76 76
export DIE_AREA = 0 0 86 86
```

## flow/constraint.sdc

```tcl
current_design LEDLamp

set clk_period 2.2
set clk_io_pct 0.2

create_clock -name clk0 -period $clk_period [get_ports {clk}]

set non_clock_inputs [all_inputs -no_clocks]
set_input_delay [expr $clk_period * $clk_io_pct] -clock clk0 $non_clock_inputs
set_output_delay [expr $clk_period * $clk_io_pct] -clock clk0 [all_outputs]
```

## flow/design.v

```verilog
module LEDLamp ( input clk,
	     input pulse,
	     output  LED);
COUNTER500 Counter00(clk,pulse,LED);
endmodule
module COUNTER500(input clk,      
                  input rstn,                
		  output reg allow);
 reg[10:0] out = 500 ;   
 always @ (posedge clk) begin  
    if ( rstn) begin 
      	out <= 0 ;
 	allow<=1;
	end	
    else if(out >= 500)
	allow <= 0;		  
    else  
      out <= out + 1 ;  
  end  
endmodule
```

==> run_results.csv <==
group,metric,value,unit
status,status,"completed",
clock_tree,cts.clk_slew.worst_paths,0.05,ns
worst_setup_path,reg2reg_to,"Counter00.out[3]",
worst_setup_path,reg2reg_depth,3,
power,p_leak,0.249,nW
clock_tree,insertion_delay,0.24,ns
floorplan,die_width,86,um
worst_setup_path,cp.required,2.32,ns
cells_and_area,final_area,746,um^2
cells_and_area,drive_gt1_frac,0.119,
clock_tree,ctsHoldBuffers,0,
place,gp_congestion,0.706,
place,hpwlAfterDp,721,um
synthesis,avgSynthCellArea,9.61,um^2
synthesis,synth_area,624,um^2
worst_hold_path,hold_depth,1,
sta,maxSlewViolCount,0,
sta,setup_violations,0,
synthesis,yosys_warnings,1,
floorplan,die.size.y,86,um
worst_setup_path,crit_path_max_incr_delay,0.44,ns
grt,antenna_found_initial,0,
routing,drc,0,
cells_and_area,fin_util,0.181,
worst_setup_path,cp_max_fo,7,
synthesis,syn_inst,65,
clock_tree,tritoncts,"done",
place,port_buffers,2,
power,p_per_area,654,nW/um^2
routing,ant_nets,0,
synthesis,synthTopCellsByArea,"dfxtp_1 (38%), a2111oi_4 (4.4%), a21oi_1 (4.0%)",
routing,firstDrtPassIters,4,
synthesis,ys_seq_elements,12,
sta,rsz0062_at_grt,"no",
floorplan,fp-utilization,0.152,
synthesis,ys_cells,65,
synthesis,yosys-stat-area,624,um^2
sta,slew_headroom,0.652,
grt,grt_pass1_vias,438,
clock_tree,postCtsResizedCells,0,
clock_tree,cts.sinks,12,
sta,worst_pin_slew,0.520,ns
floorplan,num_rows,23,
place,post_dp_cell_area,691,um^2
grt,grt_max_degree,16,
synthesis,ys_seq_share,0.385,
floorplan,coreArea,4120,um^2
worst_setup_path,slowest_stage,"or3b_4",
grt,track_usage,0.0305,
clock_tree,cts_root_buf,"clkbuf_8",
clock_tree,cts_buffers,3,
routing,drt_wl_total,1130,um
worst_setup_path,path_class,"reg2reg",
worst_setup_path,crit_path_start_kind,"flip-flop",
worst_setup_path,regToRegSetupSlack,0.56,ns
worst_hold_path,hold_end,"Counter00.allow",
sta,setup_slack,0.558,ns
sta,period_needed,1.64,ns
worst_hold_path,hp-class,"reg2reg",
sta,tns,0,ns
worst_setup_path,crit_path_cell_trace,"or3b_4 -> a2111oi_4 -> mux2_1",
place,dp.cells,113,
sta,fmax,0.609,GHz
routing,num_vias,493,
worst_hold_path,min_from,"Counter00.allow",
cells_and_area,syn_to_final_growth,19.4,%
sta,skew,0.00138,ns
routing,vias_per_cell,4.21,
cells_and_area,final_cells,117,
worst_setup_path,arrival,1.76,ns
sta,post-route-period-util,0.746,
synthesis,synth.distinct_cells,31,
clock_tree,htree_levels,1,
worst_setup_path,crit_path_end_kind,"flip-flop",
power,ir_drop,0.329,mV
clock_tree,post_cts_buffers,0,
worst_setup_path,rr_startpoint,"Counter00.out[2]",
synthesis,top_area_frac,0.385,
routing,diodes,0,
grt,grt_pass1_wl,1980,um
job,max_cap_viol_count,0,
clock_tree,clk_path_buf_depth,2,
synthesis,top_area_cell,"dfxtp_1",
grt,grt_overflow,0,
sta,finalHoldViolCount,0,
routing,drtIter0Drc,44,
place,dpl_worst_slack,0.489,ns
floorplan,die_area,7400,um^2
routing,wire_per_inst,9.62,um
job,warning_count,27,
floorplan,pin_count,3,
-- state kept, by name, summed over array words and instances (netlist names) --
register,cells
Counter00.out,11
Counter00.allow,1
-- worst max-delay path: cells and delay by family, from the launching register on --
| kind | cells | cell delay (ns) |
|---|---|---|
| multiplexers | 1 | 0.34 |
| AND-OR/OR-AND | 1 | 0.33 |
| flip-flops | 1 | 0.41 |
| AND/OR/NAND/NOR | 1 | 0.44 |
-- per-stage QoR --
step | hold slack, ns | total power [W]
6_report | 0.466 | 0.000488
5_1_grt | 0.484 | 0.000510
4_1_cts | 0.468 | 0.000493
3_5_place_dp | 0.444 | 0.000258
3_3_place_gp | 0.441 | 0.000257
2_1_floorplan | 0.403 | 0.000251
-- logic make-up after synthesis --
logic type               count (synthesis)  share of synthesized area
AND/OR/NAND/NOR                         27                      0.285
multiplexers                             3                     0.0521
AND-OR/OR-AND                           14                      0.194
flip-flops                              12                      0.385
adder cells (fa/ha/maj)                  2                     0.0401
buffers and inverters                    7                     0.0441
-- routing by layer --
layer	routed length, um	share of wire	track usage
met5	0	0	0
met4	0	0	0.00299
met3	61	0.054	0.0114
met1	572	0.51	0.0463
met2	491	0.44	0.0406
-- worst max path at each step --
| stage | from | endpoint | slack [ns] | depth (start not counted) |
|---|---|---|---|---|
| after CTS | Counter00.out[2] | Counter00.out[3] | 0.57 | 3 |
| after global routing | Counter00.out[0] | Counter00.out[4] | 0.50 | 4 |
| final | Counter00.out[2] | Counter00.out[3] | 0.56 | 3 |
-- synth_stat cells --
cell type and n:
dfxtp_1 12, a21oi_1 5, nor2_1 5, clkbuf_1 3, inv_1 3, nor2b_1 3
a211oi_1 2, a41oi_1 2, and4_1 2, and4b_1 2, ha_1 2, nand2_1 2
nand2b_1 2, nor3_1 2, nor4_1 2, a2111oi_4 1, a211oi_2 1, a21o_1 1
and3_1 1, buf_2 1, mux2_1 1, mux2_2 1, mux2i_1 1, nand4_1 1
nand4bb_1 1, nor3b_1 1, nor4bb_1 1, o21a_1 1, o41ai_1 1, or3b_4 1
or4_1 1
-- placed cells by master, fill, tap and decap left out, drive strengths merged, types with 2 or more instances in the layout --
cell           instances
nor2                   5
and4b                  2
dfxtp                 12
and4                   2
inv                    3
a211oi                 3
ha                     2
mux2                   2
a21oi                  5
clkbuf                 4
a41oi                  2
nor4                   2
nand2                  2
nand2b                 2
nor3                   2
clkdlybuf4s50          2
nor2b                  3
-- layout make-up --
type | instances | area [um^2]
repair buffers | 2 | 20.0
multi-input cells | 46 | 357
well taps | 50 | 62.6
clock buffers | 4 | 55.1
flip-flops and latches | 12 | 240
inverters | 3 | 11.3
fillers | 434 | 3370
-- report_power, final --
part           switching (W)  internal (W)
Clock              0.0000758      0.000158
Combinational      0.0000145     0.0000114
Sequential        0.00000591      0.000222
Power and IR drop assume default switching activity.
